--- design.v ---
`timescale 1ns / 1ps
module gp1(input wire a, b,
           output wire g, p);
   assign g = a & b;
   assign p = a | b;
endmodule
module gp4(input wire [3:0] gin, pin,
           input wire cin,
           output wire gout, pout,
           output wire [2:0] cout);
   assign cout[0] = gin[0]| pin[0]& cin;
   assign cout[1] = gin[1]| pin[1]& gin[0] | pin[1] & pin[0]& cin;
   assign cout[2] =
   gin[2]|
   pin[2] & gin[1]|
   pin[2] & pin[1]& gin[0]|
   pin[2]& pin[1] & pin[0] & cin;
   assign gout =
   gin[3] |
   pin[3] & gin[2]|
   pin[3] & pin[2] & gin[1]|
   pin[3] & pin[2] & pin[1] & gin[0];
   assign pout = & pin;
endmodule
module gp8(input wire [7:0] gin, pin,
           input wire cin,
           output wire gout, pout,
           output wire [6:0] cout);
   wire g_tem0, p_tem0, g_tem1, p_tem1;
   gp4 cla0(
   .gin(gin[3:0]),
   .pin(pin[3:0]),
   .cin(cin),
   .gout(g_tem0),
   .pout(p_tem0),
   .cout(cout[2:0])
   );
   assign cout[3] = g_tem0 | p_tem0&cin;
   gp4 cla1(
   .gin(gin[7:4]),
   .pin(pin[7:4]),
   .cin(cout[3]),
   .gout(g_tem1),
   .pout(p_tem1),
   .cout(cout[6:4])
   );
   assign pout = p_tem1&p_tem0;
   assign gout = g_tem1 | p_tem1&g_tem0;
endmodule
module cla
  (input wire [31:0]  a, b,
   input wire         cin,
   output wire [31:0] sum);
   wire [31:0] gin, pin;
   wire [30:0] cout;
   wire gout_tem0, gout_tem1, gout_tem2, gout_tem3;
   wire pout_tem0, pout_tem1, pout_tem2, pout_tem3;
   wire ct1, ct2, ct3;
   genvar i;
   generate
   for(i = 0; i < 32; i++) begin: g_gp_loop
      gp1 gpi(
         .a(a[i]),
         .b(b[i]),
         .g(gin[i]),
         .p(pin[i])
      );
   end
   endgenerate
   gp8 cla0(
   .gin(gin[7:0]),
   .pin(pin[7:0]),
   .cin(cin),
   .gout(gout_tem0),
   .pout(pout_tem0),
   .cout(cout[6:0])
   );
   assign ct1 = gout_tem0 | pout_tem0&cin;
   assign cout[7] = ct1;
   gp8 cla1(
   .gin(gin[15:8]),
   .pin(pin[15:8]),
   .cin(ct1),
   .gout(gout_tem1),
   .pout(pout_tem1),
   .cout(cout[14:8])
   );
   assign ct2 = gout_tem1 | pout_tem1&ct1;
   assign cout[15] = ct2;
   gp8 cla2(
   .gin(gin[23:16]),
   .pin(pin[23:16]),
   .cin(ct2),
   .gout(gout_tem2),
   .pout(pout_tem2),
   .cout(cout[22:16])
   );
   assign ct3 = gout_tem2 | pout_tem2&ct2;
   assign cout[23] = ct3;
   gp8 cla3(
   .gin(gin[31:24]),
   .pin(pin[31:24]),
   .cin(ct3),
   .gout(gout_tem3),
   .pout(pout_tem3),
   .cout(cout[30:24])
   );
   genvar j;
   assign sum[0] = a[0] ^ b[0] ^ cin;
   generate
   for(j = 1; j < 32; j++) begin: g_sum_loop
      assign sum[j] = a[j] ^ b[j] ^ cout[j-1];
   end
   endgenerate
endmodule
--- constraint.sdc ---
current_design cla

set clk_period 14.5
set clk_io_pct 0.2

create_clock -name clk0 -period $clk_period

set non_clock_inputs [all_inputs -no_clocks]
set_input_delay [expr $clk_period * $clk_io_pct] -clock clk0 $non_clock_inputs
set_output_delay [expr $clk_period * $clk_io_pct] -clock clk0 [all_outputs]
--- run.sh ---
#!/bin/bash
# OpenROAD 26Q1-2900-gdf79404cd8, Yosys 0.63+post, stock flow scripts
make -C /OpenROAD-flow-scripts/flow DESIGN_CONFIG=/design/flow/config.mk WORK_HOME=/design/flow/orfs finish
--- config.mk ---
export PLATFORM = sky130hd
export DESIGN_NAME = cla
export DESIGN_NICKNAME = cla
export VERILOG_FILES = /design/flow/design.v
export SDC_FILE = /design/flow/constraint.sdc
export NUM_CORES = 4
export LEC_CHECK = 1
export CORE_AREA = 10 10 99 99
export DIE_AREA = 0 0 109 109
==> results_slide.txt <==
Physical Implementation Snapshot

Worst setup path
  – CP Data Arrival Time: 6240 ps
  – Standard cell with the maximum stage delay on the critical path: sky130_fd_sc_hd__nor4_4
  – Largest stage delay, worst path: about 480 ps
  – Buffers & Inverters on Critical Path: 3
  – Sequence of cells on the critical path: clkdlybuf4s50_1 > ha_1 > nor2b_1 > or2_0 > a221o_1 > nor4_4 > o21bai_1 > a211oi_1 > fa_1 > inv_1 > clkdlybuf4s50_1
  – Category of cells accounting for the largest share of critical-path delay: buffers and inverters
  – CP startpoint kind: primary input
  – Cell with the most instances on the worst path: sky130_fd_sc_hd__clkdlybuf4s50_1
  – Worst Path Max Fanout: 7
  – Critical path endpoint category: output port
  – Critical path class: in2out
  – Worst path required time: approximately 12000 ps

Job
  – Total number of warnings across the stage logs: a little over 70
  – Total of max-cap violations: 0

Detailed routing
  – Final ANT Viol Nets: 0
  – DRC: 0
  – Via-to-Cell Ratio: 4.29
  – DRT iter0 DRCs: 33
  – Initial DRT Pass Iterations: 4
  – Total antenna diodes in the routed design: 0
  – Total via count in the routed design: 2124
  – Wirelength per Cell: 11.5 um
  – Total length of routed wires: 5700 um

Synthesis
  – Synth top area cells: sky130_fd_sc_hd__ha_1 34%, sky130_fd_sc_hd__inv_1 14%, sky130_fd_sc_hd__fa_1 7.1%
  – Synthesized area per cell: 7.60 um2
  – Portion of synthesized cell area occupied by the leading cell type: 34.5%
  – Netlist area before placement: between 2000 and 2500 um2
  – Seq/Total Area, Yosys: 0%
  – Most area-hungry cell type in the Yosys netlist: sky130_fd_sc_hd__ha_1
  – Chip area estimate from yosys synthesis: 2250 um2
  – Synth warn: 0
  – Number of instances in the synthesized netlist: about 300
  – Number of distinct library cell variants in the gate-level netlist after synthesis: approximately 43
  – Yosys cell count: 296

STA
  – Final hold violations: 0
  – Number of pins with negative max-slew slack in the final report: 0
  – Final setup TNS: 0 ps
  – Number of failing setup endpoints in the final timing report: 0
  – Setup repair after global routing missed its margin: false
  – Tcrit/Tclk final: 63.0%
  – Fmax: 109 MHz
  – Least-Margin Pin Slew: 577 ps
  – Headroom to the max-slew limit: 61.1%
  – Final critical-path required period: around 9100 ps

Final layout
  – Sequential standard cell area: 0 um2
  – Core Util, Final: between 40% and 50%
  – Number of clock buffer instances in the layout: 0
  – Number of flip-flops and latches: 0
  – Layout overhead on the synthesized area: 48.8%
  – Fraction of layout cells with a size suffix above 1: 2.54%
  – Fillcell total: between 700 and 800

Power
  – Maximum vdd drop: 0.0000182 V
  – Sequential cell fraction of total power: 0%
  – Combinational power share: roughly 100%
  – Power density of the placed cells: 37.8 nW/um2
  – P_leak: 1.69 nW
  – Power Internal: 0.0000786 W
  – Share of total power in the clock network: 0%
  – Switching Fraction: 37.9%
  – Net switching power: 0.0000480 W

Placed design
  – Gp weighted congestion: 0.823
  – HPWL after DPL: ~5300 um
  – Tally of buffers added on design ports: a little under 100

GRT
  – Total overflow reported by the global router: 0
  – Number of global-route vias before repair: 2103
  – Global-route wire length before repair: between 9000 and 10000 um
  – Combined global-route utilization of all metal layers: 9.47%
  – Pin count of the biggest net entering global routing: 8
  – Initial antenna violation count: 0

Floorplanning
  – Floorplan core area: between 7000 and 8000 um2
  – Floorplan core density: 29.1%
  – Vertical extent of the die: between 100 and 150 um
  – Die Wd: 109 um
  – Number of top-level design ports: 97
  – Row cnt: 32
  – Chip Area: around 12000 um2

Outcome
  – Status: completed

Hold path
  – Type of the tightest min-delay check: in2out

Clocking
  – Post_cts resized: 0
  – Number of hold buffers added after CTS: 0
  – Post-CTS Repair Setup Buffers: 0
logic make-up after synthesis:
logic type,after synthesis,synth area share [%]
simple gates,72,18.2
fa+ha+maj,70,41.6
buf+inv,84,14.0
mux,4,1.83
xor+xnor,21,8.17
compound gates,45,16.2
power groups by stage:
| stage | sequential, W | combinational [W] | clock (W) |
|---|---|---|---|
| final | 0 | 0.000127 | 0 |
| after global routing | 0 | 0.000143 | 0 |
| after CTS | 0 | 0.000130 | 0 |
Yosys cell counts, types with 2 or more instances:
cell type,instances
sky130_fd_sc_hd__a21oi_1,7
sky130_fd_sc_hd__nand2b_1,3
sky130_fd_sc_hd__a221o_1,2
sky130_fd_sc_hd__a211oi_1,4
sky130_fd_sc_hd__a21o_1,2
sky130_fd_sc_hd__a21boi_0,2
sky130_fd_sc_hd__xor2_1,9
sky130_fd_sc_hd__nor3b_1,3
sky130_fd_sc_hd__o21ai_0,4
sky130_fd_sc_hd__nor4_4,3
sky130_fd_sc_hd__o21bai_1,5
sky130_fd_sc_hd__nor4_1,2
sky130_fd_sc_hd__fa_1,8
sky130_fd_sc_hd__a221oi_1,3
sky130_fd_sc_hd__a311oi_1,2
sky130_fd_sc_hd__and2_1,2
sky130_fd_sc_hd__nand3_1,3
sky130_fd_sc_hd__nor2_1,23
sky130_fd_sc_hd__o211a_1,2
sky130_fd_sc_hd__ha_1,62
sky130_fd_sc_hd__o31ai_1,2
sky130_fd_sc_hd__nand2_1,10
sky130_fd_sc_hd__nor3_1,9
sky130_fd_sc_hd__o221ai_1,2
sky130_fd_sc_hd__mux2i_1,3
sky130_fd_sc_hd__nor2b_1,8
sky130_fd_sc_hd__inv_1,84
sky130_fd_sc_hd__xnor2_1,12
path summary, 6_finish.rpt:
path,from,end,slack (ps),depth (start not counted)
min,a[31],sum[31],6860,4
max,a[10],sum[28],5360,11
final cells by class:
cell class / instances / area (um2) / share of cell area [%]
multi-input cells: 212 / 1940 / 57.8
well taps: 102 / 128 / 3.81
inverters: 84 / 315 / 9.41
repair buffers: 97 / 971 / 29.0
through the flow:
| step | instances | total power, W | setup slack, ps | instance area [um2] | hold WS (ps) |
|---|---|---|---|---|---|
| 4_1_cts | 495 | 0.000130 | 5310 | 3350 | 6870 |
| 3_5_place_dp | 495 | 0.000129 | 5310 | 3350 | 6870 |
| 6_report | 495 | 0.000127 | 5360 | 3350 | 6860 |
| 5_1_grt | 495 | 0.000143 | 5090 | 3350 | 6900 |
| 2_1_floorplan | 296 | 0.0000563 | 6500 | 2250 | 5910 |
| 3_3_place_gp | 495 | 0.000128 | 5360 | 3350 | 6860 |
placed cells by master, fill, tap and decap left out, drive strengths merged, types with 2 or more instances in the layout:
cell type      count
ha                62
nor2b              8
nand2             10
a2111oi            2
o21ai              5
fa                 8
mux2i              3
xor2               9
o21bai             5
a221o              2
a221oi             3
a311oi             2
nor2              23
or2                2
a21o               2
o31ai              2
clkdlybuf4s50     97
a21boi             2
xnor2             12
inv               84
nor3b              3
nand3              4
and2               2
o211a              2
nor3               9
nand2b             3
a211oi             4
o221ai             2
nor4               5
a21oi              7
routing by layer:
metal / share of wire [%] / wire length (um) / track usage (%)
met1: 45 / 2540 / 12.1
met3: 11 / 612 / 3.64
met5: 0 / 0 / 0
met2: 45 / 2550 / 15.8
met4: 0 / 0 / 0
Power figures rest on the tool's default switching activity, not on a simulated workload.
