--- /design/flow/design.v ---
`timescale 1ns / 1ns
module divider_unsigned (
    input  wire [31:0] i_dividend,
    input  wire [31:0] i_divisor,
    output wire [31:0] o_remainder,
    output wire [31:0] o_quotient
);
    wire [31:0] dividend[32:0];
    wire [31:0] remainder[32:0];
    wire [31:0] quotient[32:0];
    assign dividend[0] = i_dividend;
    assign remainder[0] = 0;
    assign quotient[0] = 0; 
    genvar i;
    generate
        for(i = 0; i < 32; i = i + 1) begin: div_loop
        divu_1iter div_i(
            .i_dividend(dividend[i]),
            .i_divisor(i_divisor),
            .i_remainder(remainder[i]),
            .i_quotient(quotient[i]),
            .o_dividend(dividend[i+1]),
            .o_remainder(remainder[i+1]),
            .o_quotient(quotient[i+1])
            );
    end
    endgenerate
    assign o_quotient = quotient[32];
    assign o_remainder = remainder[32];
endmodule
module divu_1iter (
    input  wire [31:0] i_dividend,
    input  wire [31:0] i_divisor,
    input  wire [31:0] i_remainder,
    input  wire [31:0] i_quotient,
    output wire [31:0] o_dividend,
    output wire [31:0] o_remainder,
    output wire [31:0] o_quotient
);
    wire [31:0] new_remainder;
    wire [31:0] new_quotient;
    assign new_remainder = (i_remainder << 1) | ((i_dividend >> 31) & 32'h1);
    assign new_quotient = (new_remainder < i_divisor) ? (i_quotient << 1) : ((i_quotient << 1) | 32'h1);
    assign o_dividend = i_dividend << 1;
    assign o_remainder = (new_remainder < i_divisor) ? new_remainder : (new_remainder - i_divisor);
    assign o_quotient = new_quotient;
endmodule
--- /design/flow/run.sh ---
#!/bin/bash
# OpenROAD 26Q1-2900-gdf79404cd8, Yosys 0.63+post, stock flow scripts
make -C /OpenROAD-flow-scripts/flow DESIGN_CONFIG=/design/flow/config.mk WORK_HOME=/design/flow/orfs finish
--- /design/flow/config.mk ---
export PLATFORM = sky130hd
export DESIGN_NAME = divider_unsigned
export DESIGN_NICKNAME = divider_unsigned
export VERILOG_FILES = /design/flow/design.v
export SDC_FILE = /design/flow/constraint.sdc
export NUM_CORES = 4
export LEC_CHECK = 1
export CORE_UTILIZATION = 40
--- /design/flow/constraint.sdc ---
current_design divider_unsigned

set clk_period 212.9
set clk_io_pct 0.2

create_clock -name clk0 -period $clk_period

set non_clock_inputs [all_inputs -no_clocks]
set_input_delay [expr $clk_period * $clk_io_pct] -clock clk0 $non_clock_inputs
set_output_delay [expr $clk_period * $clk_io_pct] -clock clk0 [all_outputs]
==> PnR_summary.wiki <==
== Implementation results ==
{| class="wikitable"
! Metric !! Value
|-
| Worst setup path category || in -> out
|-
| DP Area || 0.0627 mm²
|-
| Setup Fix Bufs, Post-CTS || 0
|-
| Capturing element type of the critical path || primary output
|-
| Slew Limit Fails || 0
|-
| Cell taking the most area after synthesis || ha_1
|-
| Signed area change from the synthesized netlist to the final layout || 6.95%
|-
| Final number of setup-violating endpoints || 0
|-
| Final-layout fill cell count || 15100
|-
| Overflow left after global routing || 0
|-
| PwrDens || 11900 mW/mm²
|-
| Overall chip area || 0.148 mm²
|-
| Type of the worst min-delay path || in -> out
|-
| Maximum number of pins on one net before global-route repair || 49
|-
| Yosys warns || 1
|-
| Reported net switching power || 439 mW
|-
| Final weighted congestion of routability-driven global placement || 1.07
|-
| Maximum capacitance violations || 0
|-
| Die extent in x || 385 µm
|-
| Final clock period utilization by the worst path || 94.0%
|-
| Instance count along the most critical hold path || 4
|-
| Die Ht || 385 µm
|-
| Post-synth seq share || 0%
|-
| Count of tool warnings || 32
|-
| Transition time of the tightest slew-check pin || 1.26 ns
|-
| Slowest CP cell || nor2_1
|-
| Slowest stage delay, CP || 0.99 ns
|-
| Area share of the largest cell type after synthesis || 21.2%
|-
| Via count of the first global-routing pass || 61600
|-
| Pre-CTS setup slack || 15.55 ns
|-
| Layout Cells excl Fill || 10800
|-
| Final instance area || 0.0627 mm²
|-
| Critical path startpoint category || input pin
|-
| Yosys cell count || 8825
|-
| Total Neg Setup Slack || 0 ns
|-
| Achievable clock frequency || 5.00 MHz
|-
| Final WS setup || 12.86 ns
|-
| Leakage component of the power || 29.4 nW
|-
| Number of instances in the synthesized netlist || 8825
|-
| Antenna-violating nets left || 0
|-
| Initial antenna violation count || 8
|-
| Via density per instance || 6.23
|-
| Count of different cell masters after synthesis || 109
|-
| RSZ-0062 raised after global routing || no
|-
| Met3 track utilization from global routing || 4.47%
|-
| Via total after detailed routing || 67300
|-
| Global-route met1 utilization || 46.5%
|-
| Most frequent cell on the critical path || buf_4
|-
| Total instance count after detailed placement || 10800
|-
| TritonRoute pass-1 iters || 8
|-
| Utilization after layout || 43.1%
|-
| Resize count post-CTS || 0
|-
| Layout cells sized above 1 || 5.08%
|-
| Pre-placement core utilization || 40.3%
|-
| Yosys synthesis chip area || 0.0587 mm²
|-
| Busiest metal layer after global routing || met2
|-
| Total I/O pin count || 128
|-
| Global Route met2 Usage || 52.9%
|-
| Relative slew slack || 15.4%
|-
| Cell-internal power || 307 mW
|-
| I/O Buffers || 128
|-
| Number of hold violations in the final report || 0
|-
| FF+latch count || 0
|-
| Maximum fanout encountered on the critical timing path || 48
|-
| Top cells by area || ha_1 21%, a21oi_1 7.2%, xnor2_1 6.9%, nand2_1 6.6%, nor2_1 5.4%
|-
| Required time of the worst setup path || 170.32 ns
|-
| Wire length of the first global-routing pass || 380000 µm
|-
| Routed WL || 256000 µm
|-
| Number of placement rows || 140
|-
| DRC Markers || 0
|-
| Routed wire per std cell || 23.7 µm
|-
| # clk buffers || 0
|-
| Result of the run || complete, no violations
|-
| Most used standard cell by instance count after synthesis || nand2_1
|-
| Switch share || 58.9%
|-
| Syn Std Cell Area || 0.0587 mm²
|-
| Period minus WS final || 200.04 ns
|-
| Detailed placement HPWL || 208000 µm
|-
| Arrival @ worst endpoint || 157.46 ns
|-
| Worst voltage drop across the vdd grid || 10200 µV
|-
| Area of the core || 0.146 mm²
|-
| Synthesized area per cell || 6.65 µm²
|-
| Iter 0 DRT Violations || 5905
|-
| Total of hold buffers inserted after clock tree synthesis || 0
|-
| Sequential Area || 0 µm²
|-
| Total routing usage reported by global routing || 33.8%
|-
| Worst hold-check slack || 86.20 ns
|-
| Top cells by count, synth || 1028 x nand2_1, 994 x ha_1, 850 x nor2_1
|-
| Design Power || 746 mW
|}
[path summary, 6_finish.rpt]
kind	from	end
setup / recovery	i_dividend[31]	o_remainder[26]
hold / removal	i_dividend[0]	o_remainder[0]
[power groups by stage]
| stage | Sequential [mW] | Clock [mW] | Combinational (mW) |
|---|---|---|---|
| after CTS | 0 | 0 | 757 |
| after global routing | 0 | 0 | 780 |
[routing by layer]
layer  routed length [µm]  vias up
met4                13300       10
li1                     -    32900
met1               113000    31300
met3                18700      504
met5                   64        -
met2               111000     2627
[cell usage in the layout (no fill, tap or decap), drive strengths merged, types with 135 or more instances in the layout]
cell type	instances
nor2	852
a31oi	135
ha	994
nor2b	136
xor2	243
nor3	206
buf	156
o21ai	666
nand2	1028
a21oi	845
a21o	399
nand3	181
xnor2	464
nand2b	139
inv	439
o21a	262
[logic make-up after synthesis]
group,after synthesis,share of synthesized area [%]
other,1,0.00639
muxes,163,3.01
buffers and inverters,677,4.38
xor gates and xnor gates,707,10.6
adders and majority gates,1025,22.3
AOI/OAI and AO/OA,3263,36.5
and+or+nand+nor,2989,23.3
[cell type report]
| class | instances | area [µm²] | share of cell area, % |
|---|---|---|---|
| tap | 1917 | 2400 | 3.82 |
| inverter | 440 | 1650 | 2.64 |
| multi-input combinational | 8162 | 56200 | 89.6 |
| antenna | 2 | 5.00 | 0.00798 |
| timing repair buffer | 282 | 2440 | 3.89 |
[critical path, delay by kind of cell]
family	cells	cell delay, ns
AND-OR/OR-AND	228	61.04
AND/OR/NAND/NOR	84	20.56
buffers and inverters	67	18.61
adder cells (fa/ha/maj)	33	10.90
multiplexers	6	2.44
XOR/XNOR	3	0.48
Power figures rest on the tool's default switching activity, not on a simulated workload.
